### flow/design.v
module Ram_sync(clk, addr, din, dout, we);
  parameter A = 10;  
  parameter D = 8;   
  input clk; 
  input [A-1:0] addr;
  input [D-1:0] din;
  output [D-1:0] dout;
  input we;
  reg [D-1:0] mem[0:(1<<A)-1];
  always @(posedge clk) begin
    if (we)                 
      mem[addr] <= din;     
    dout <= mem[addr];      
  end
endmodule 
### flow/run.sh
#!/bin/bash
# OpenROAD 26Q1-2900-gdf79404cd8, Yosys 0.63+post, stock flow scripts
make -C /OpenROAD-flow-scripts/flow DESIGN_CONFIG=/design/flow/config.mk WORK_HOME=/design/flow/orfs finish
### flow/constraint.sdc
current_design Ram_sync

set clk_period 33.2
set clk_io_pct 0.2

create_clock -name clk0 -period $clk_period [get_ports {clk}]

set non_clock_inputs [all_inputs -no_clocks]
set_input_delay [expr $clk_period * $clk_io_pct] -clock clk0 $non_clock_inputs
set_output_delay [expr $clk_period * $clk_io_pct] -clock clk0 [all_outputs]
### flow/config.mk
export PLATFORM = sky130hd
export DESIGN_NAME = Ram_sync
export DESIGN_NICKNAME = Ram_sync
export VERILOG_FILES = /design/flow/design.v
export SDC_FILE = /design/flow/constraint.sdc
export NUM_CORES = 4
export LEC_CHECK = 1
export CORE_UTILIZATION = 50
export SYNTH_MEMORY_MAX_BITS = 65536
==> flow_summary.toml <==
# implementation run metrics
[synth]
synth_flops = 8200
ys_types = 59
synthTopCellsByArea = "edfxtp_1 (78%), mux2i_1 (8.5%), mux4_2 (5.3%)"
synthMuxAreaShare = 0.1388
ys_sh_xor = 0
top_logic_kind = "multiplexers"
top_cell_area_share = 0.7779
postSynthSeqShare = 0.7784
syn_inst = 16660
synth_area_per_cell_um2 = 18.98
synth_area_um2 = 316200
top_area_cell = "edfxtp_1"
edf_count = 8192
yosys-stat-cells = 16660
compound_area_frac = 0.03792
ys_area_um2 = 316200
simple_gate_area_frac = 0.02870
flop_cell = "edfxtp_1"
adder_share = 0
async_flop_share = 0
ys_warn_count = 2

[final_timing]
period_needed_ns = 14.07
min_period_over_period = 0.4239
rsz0062_at_grt = "no"
hold-worst-slack_ns = 1.073
fmax_mhz = 71.06
slew_headroom = 0.04616
setup_violations = 0
hold_violations = 0
finalMaxSlewViolations = 0
setup_ws_ns = 19.13
tightest_slew_ns = 1.430
fin_setup_tns_ns = 0
final.setup_skew_ns = 0.08140

[cells_and_area]
drive_gt1_frac = 0.1517
area_growth_pct = 11.95
lay_top_count = "edfxtp_1"
final_cell_mix = "edfxtp_1 (8192), mux2i_1 (2684), nor2_1 (1375), o22ai_1 (1098), clkbuf_16 (824)"
fin_util = 0.5627

[setup_path]
startpoint_type = "primary input"
arrival_ns = 15.06
critical_path.top_delay_family = "buffers and inverters"
cpMaxStageDelayCell = "buf_4"
critPathMostFrequentCell = "buf_4"
path_class = "in2reg"
crit_buf_inv = 11
max_stage_delay_ns = 0.69
critical_path.cell_chain = "buf_16 -> buf_4 -> buf_4 -> buf_4 -> buf_4 -> buf_4 -> buf_4 -> buf_4 -> buf_4 -> buf_4 -> mux2i_1 -> o22ai_1 -> nor2_1 -> o2111ai_1 -> o31ai_1 -> nor4_4 -> buf_4 -> nor4_2 -> nand4_1"
critPathMaxFanout = 69
critPathCaptureType = "flop"
crit_required_ns = 34.18

[detailed_routing]
drt-pass1-iter-count = 6
ant_nets = 0
route.detailed.drc = 0
avgViaCountPerCell = 6.126
wl_per_cell_um = 33.89
route.vias.total = 161200
drt_iter0_drc = 11300
wl_um = 891900

[cts]
cts.clk_slew.worst_paths_ns = 0.06
cts.htree.levels = 6
cts_tree = "yes"
cts.path.max_buffers = 4
cts_buffers = 817
post_cts_buffers = 0
cts_sinks = 8200
cts_resized = 0
root_buffer = "clkbuf_16"
clock_latency_ns = 1.15
holdBufCountCts = 0

[power_and_ir_drop]
p_per_area_nw_per_um2 = 59.54
leakage_nw = 115.9
p_total_mw = 21.08
ir_drop_uv = 60.80

[floorplanning]
initCoreUtil = 0.5026
dieWidth_um = 797.3
die_y_um = 797.3
row_count = 291
core-area_um2 = 629200
ios = 28
dieArea_um2 = 635600

[place]
globalplace.congestion = 0.9070
io_buffers = 27
place_ws_ns = 18.13
place_hpwl_um = 550700

[outcome]
outcome = "completed"

[global_route]
antenna_found_initial = 56
grt_pass1_vias = 168900
grt_pass1_wl_um = 1254000
track_usage = 0.3154
grt_remaining_overflow = 0
grt_max_degree = 135

[job]
warnings = 53
maxCapViolCount = 0

[hold_path]
min_path_type = "reg2reg"
[synth_stat cells (all sizes together), types with 10 or more instances]
library cell  instances
edfxtp             8192
mux2i              2684
nor2               1385
o22ai              1098
mux4                748
buf                 621
clkbuf              459
nand2               231
nor4                195
nor3                174
a22oi               145
o21ai               127
o2111ai             106
a21oi                75
o211ai               67
a211oi               51
a31oi                34
or4                  31
a22o                 28
nand3                23
o31ai                19
mux2                 15
nand2b               15
nand4                15
a2111oi              14
a211o                13
o22a                 12
a311oi               10
[registers in the layout (all words and copies together), names as in the netlist]
name / cells
dout: 8
mem: 8192
[cell families after synthesis]
logic type | after synthesis
mux | 3447
simple gates | 2117
buf+inv | 1083
compound gates | 1817
flops | 8200
[final timing paths]
path	start	slack [ns]	end	cells after the start
setup / recovery	addr[1]	19.13	dout[7]	19
hold / removal	mem[473][2]	1.07	dout[2]	7
setup reg to reg	mem[986][4]	29.31	dout[4]	8
hold reg to reg	mem[473][2]	1.07	dout[2]	7
[routing by layer]
layer | share of wire | up-vias | global-route usage
met2 | 0.46 | 8980 | 0.4300
met1 | 0.32 | 81560 | 0.4122
met4 | 0.038 | 100 | 0.09815
met3 | 0.18 | 1567 | 0.2487
met5 | 0.0029 | - | 0.02390
li1 | - | 69020 | -
[report_power, final]
part           leakage, nW  internal (mW)  total [mW]  switching [mW]
clock                 12.2           4.87        8.72            3.86
combinational         30.1          0.284       0.951           0.667
sequential            73.7           11.4        11.4         0.00801
[cell type report]
| class | instances | area [um^2] |
|---|---|---|
| sequential | 8200 | 246200 |
| clock buffer | 1049 | 21520 |
| clock inverter | 437 | 3570 |
| multi-input combinational | 7381 | 65630 |
| timing repair buffer | 792 | 6405 |
| tap | 8350 | 10450 |
| antenna | 104 | 260.3 |
| inverter | 3 | 21.27 |
| fill | 46420 | 275200 |
[worst register-to-register path: cells and delay by family, from the launching register on]
kind	cells	cell delay (ns)
muxes	1	0.20
DFF	1	0.35
and+or+nand+nor	4	2.03
AOI/OAI and AO/OA	3	1.08
[stage by stage]
| step | cells | instance area (um^2) |
|---|---|---|
| 2_1_floorplan | 16660 | 316200 |
| 3_3_place_gp | 24720 | 328600 |
| 3_5_place_dp | 24730 | 328700 |
| 4_1_cts | 26210 | 353700 |
| 5_1_grt | 26230 | 353800 |
| 6_report | 26320 | 354000 |
No activity file was given, so power comes from the tool's default toggle rates.
