==> /design/flow/design.v <==
module LFSR (clk, reset, enable, lfsr);
  parameter TAPS = 8'b11101;   
  parameter INVERT = 0;        
  localparam NBITS = $size(TAPS);       
  input clk, reset;
  input enable;
  output reg [NBITS-1:0] lfsr;          
  wire feedback = lfsr[NBITS-1] ^ INVERT;
  always @(posedge clk)
    begin
      if (reset)
        lfsr <= {lfsr[NBITS-2:0], 1'b1};    
      else if (enable)
        lfsr <= {lfsr[NBITS-2:0], 1'b0} ^ (feedback ? TAPS : 0);
    end
endmodule
==> /design/flow/run.sh <==
#!/bin/bash
# OpenROAD 26Q1-2900-gdf79404cd8, Yosys 0.63+post, stock flow scripts
make -C /OpenROAD-flow-scripts/flow DESIGN_CONFIG=/design/flow/config.mk WORK_HOME=/design/flow/orfs finish
==> /design/flow/config.mk <==
export PLATFORM = sky130hd
export DESIGN_NAME = LFSR
export DESIGN_NICKNAME = LFSR
export VERILOG_FILES = /design/flow/design.v
export SDC_FILE = /design/flow/constraint.sdc
export NUM_CORES = 4
export LEC_CHECK = 1
export CORE_AREA = 10 10 70 70
export DIE_AREA = 0 0 80 80
==> /design/flow/constraint.sdc <==
current_design LFSR

set clk_period 2.0
set clk_io_pct 0.2

create_clock -name clk0 -period $clk_period [get_ports {clk}]

set non_clock_inputs [all_inputs -no_clocks]
set_input_delay [expr $clk_period * $clk_io_pct] -clock clk0 $non_clock_inputs
set_output_delay [expr $clk_period * $clk_io_pct] -clock clk0 [all_outputs]
==> impl_metrics.ini <==
; implementation run metrics
[routing]
diodes = 0
vias = 249
dr.pass1.iters = 4
drc_errors = 0
drt-total-wl_um = 802
via_per_inst = 2.830
wl_per_cell_um = 9.114
ant_nets = 0
drtIter0Drc = 17

[floorplan]
die_x_um = 80
chipArea_um2 = 6400
die-height_um = 80
rows = 21
initial_core_util = 0.1073
pin_count = 11
core_um2 = 3416

[power_and_ir_drop]
ir_drop_mv = 0.4077
power_per_cell_area_nw_per_um2 = 798.7
total_power_w = 0.0004397
leakagePower_nw = 0.1989

[placed_design]
gp_congestion = 0.7489
dpl_cell_area_um2 = 524.3
hpwl_um = 618.5
numPortBuffers = 10
place_ws_ps = 339.3

[layout]
design_area_um2 = 550.5
drive_gt1_frac = 0.1905
areaGrowthSynthToFinish_pct = 50.17
largestRegisters = lfsr: 8 flops
largest_reg_flops = 8
regMostFlops = lfsr

[cts]
path_clk_slew_ps = 60
cts_tree = yes
post_cts_buffers = 0
clock.latency.late_pin_ps = 260
numCtsBuffers = 3
cts_root_buf = clkbuf_4
htree_num_levels = 1
cts_sinks = 8
cts_buffer_depth = 2
postCtsHoldBufs = 0
cts_resized = 0

[final_timing]
slew_viol_final = 0
fin_crit_sh = 0.7999
min_period_ps = 1600
finClkSkew_ps = 2.097
fin_tns_setup_ps = 0
worst_slew_pin_slew_ps = 287.6
fmax_mhz = 625.1
hold_viol_final = 0
setup_ws_ps = 400.3
relSlewSlack = 0.8081
hold_ws_ps = 537.4
setup-violations-final = 0
rsz0062_at_grt = false

[yosys]
aoi_share = 0.1024
yosys_cells = 28
yosys.area_share.simple = 0.2389
yosysChipArea_um2 = 366.6
yosys_warnings = 1
synth_top_area_share = 0.5734
netlist_logic_family_top = simple AND/OR/NAND/NOR gates
yosys.cell_types.count = 12
ys_seq_share = 0.6280
synth_top_cell_by_count = edfxtp_1
syn_inst = 28
async_flop_share = 0
flop_cell = edfxtp_1
synthXorXnorAreaFrac = 0
edf_count = 7
synthTopCellsByArea = edfxtp_1 57%, a221o_1 8.2%, nor2b_1 6.8%
yosysTopAreaCell = edfxtp_1
synth.cells.most_frequent = 7 x edfxtp_1, 5 x nor2_1, 4 x nor2b_1
ys_sh_mux = 0
synth.avg_cell_area_um2 = 13.09
synth-seq-cells = 8
syn_area_um2 = 366.6
synthAdderAreaFrac = 0

[grt]
grt_pass1_vias = 265
grt_pass1_wl_um = 1283
grt_max_degree = 9
overflow = 0
antenna_found_initial = 0
gr-usage-all-layers = 0.02598

[critical_path]
crit_required_ps = 1600
crit_fanout = 3
path_buffers = 1
max_stage_delay_ps = 500
crit_start = lfsr[7]
critical_path_arrival_ps = 1200
crit_family = buffers and inverters
cp-end-kind = output port
startpoint_type = flip-flop
r2r-start = lfsr[7]
crit_chain = clkdlybuf4s50_1
crit_slowest_cell = clkdlybuf4s50_1
crit_type = flip-flop to output port

[status]
status = complete, no violations

[hold_path]
hold_class = flip-flop to flip-flop
min_from = lfsr[0]

[flow_run]
drv_cap = 0
tool_warnings = 25
==> metal layers <==
metal,global-route usage,vias up,part of all wire
met2,0.02809,12,0.31
met5,0,-,0
li1,-,127,-
met4,0,0,0
met1,0.03704,110,0.53
met3,0.02500,0,0.16
==> final cells by class <==
type	instances	area, um^2
repair buffers	11	107.6
inverters	1	3.754
well taps	46	57.56
clock buffers	4	26.28
flip-flops and latches	8	230.2
multi-input cells	18	125.1
fillers	395	2865
==> layout by cell type (no fill, tap or decap) <==
cell type        count
and2_2               2
inv_1                1
buf_4                1
clkbuf_4             3
and2_4               1
edfxtp_1             7
clkbuf_1             1
dfxtp_1              1
o21bai_1             1
a221o_1              3
nor2b_1              4
nor2_1               5
and2_1               1
nor2b_4              1
clkdlybuf4s50_1     10
==> power breakdown <==
part           internal, W  switching [W]  total [W]
Sequential        0.000209      0.0000165   0.000225
Clock            0.0000766      0.0000597   0.000136
Combinational    0.0000574      0.0000209  0.0000783
==> through the flow <==
| stage | cells | utilization |
|---|---|---|
| 6_report | 88 | 0.1612 |
| 5_1_grt | 88 | 0.1612 |
| 4_1_cts | 88 | 0.1612 |
| 3_5_place_dp | 84 | 0.1535 |
| 3_3_place_gp | 84 | 0.1535 |
| 2_1_floorplan | 28 | - |
==> cells by family after synthesis <==
group,Yosys count
flip-flops,8
buffers and inverters,2
AND-OR/OR-AND,4
AND/OR/NAND/NOR,14
==> final timing paths <==
kind,slack (ps),to,cells after the start
max,400,lfsr[7],1
min,540,lfsr[0],2
max reg2reg,790,lfsr[4],2
min reg2reg,540,lfsr[0],2
Power is estimated from default activity; no workload was simulated.
