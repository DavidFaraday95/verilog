File: design/flow/config.mk
export PLATFORM = sky130hd
export DESIGN_NAME = clock_divider
export DESIGN_NICKNAME = clock_divider
export VERILOG_FILES = /design/flow/design.v
export SDC_FILE = /design/flow/constraint.sdc
export NUM_CORES = 4
export LEC_CHECK = 1
export CORE_AREA = 10 10 70 70
export DIE_AREA = 0 0 80 80
File: design/flow/constraint.sdc
current_design clock_divider

set clk_period 1.5
set clk_io_pct 0.2

create_clock -name clk0 -period $clk_period [get_ports {clk}]

set non_clock_inputs [all_inputs -no_clocks]
set_input_delay [expr $clk_period * $clk_io_pct] -clock clk0 $non_clock_inputs
set_output_delay [expr $clk_period * $clk_io_pct] -clock clk0 [all_outputs]
File: design/flow/design.v
module clock_divider(
  input clk,
  input reset,
  output reg clk_div2,
  output reg clk_div4,
  output reg clk_div8,
  output reg clk_div16,
  output reg cntr_div2,
  output reg cntr_div4,
  output reg cntr_div8,
  output reg cntr_div16,
  output reg[3:0] counter
);
  always @(posedge clk)
    clk_div2 <= ~clk_div2;
  always @(posedge clk_div2)
    clk_div4 <= ~clk_div4;
  always @(posedge clk_div4)
    clk_div8 <= ~clk_div8;
  always @(posedge clk_div8)
    clk_div16 <= ~clk_div16;
  always@(posedge clk or posedge reset)
    begin
      if (reset)
        counter <= 0;
      else
        counter <= counter + 1;
    end
  assign cntr_div2 = counter[0];
  assign cntr_div4 = counter[1];
  assign cntr_div8 = counter[2];
  assign cntr_div16 = counter[3];
endmodule
File: design/flow/run.sh
#!/bin/bash
# OpenROAD 26Q1-2900-gdf79404cd8, Yosys 0.63+post, stock flow scripts
make -C /OpenROAD-flow-scripts/flow DESIGN_CONFIG=/design/flow/config.mk WORK_HOME=/design/flow/orfs finish
==> notes.md <==
Update from the flow run.

The count of input and output buffers is 13. In the finished design, the share of the clock period the worst path needs comes to 0.9514. The final weighted congestion of routability-driven global placement is 0.8013.

The number of global-route vias before repair is 162. The share of layout cells above drive strength 1 is 0.1622. The post-detailed-route count of antenna-violating nets is 0.

The core region is 3416 µm². The hold violation count in the final report is 0. For this design, the slowest cell found on the critical path is clkdlybuf4s50_1. In this build the clock could be raised as far as 700.7 MHz. The pin closest to its max-slew limit shows a slew of 0.1549 ns. Counting both buffers and inverters, the worst setup path holds a total of 1. In the synthesis report, Yosys lists the chip area as 267.8 µm². The number of register pins that no clock reaches is 3. The clock arrives with 0.0004262 ns of skew.

The TritonCTS clock tree is done. The floorplan step records an initial core utilization of 0.07839. The final standard cell area without fillers is 467.9 µm². The dominant delay contributor by cell family on the critical path is buffers and inverters. Per the CTS log, the maximum H-tree level is 1.

For reference, the clock transition at the flip-flops on the worst setup and hold paths is 0.04 ns. The initial antenna violation count was 0. Each instance of the synthesized netlist takes up on average 12.17 µm². The count of flip-flops with a built-in enable after synthesis is 0. Of the synthesized area, sequential elements account for 0.6729.

The worst setup path is launched from a register. The horizontal die dimension is 80 µm. The most popular library cell in the synthesized design by count is inv_1. The last timing report of the flow puts the setup violation total at 0. Checking max transition, the worst relative margin is 0.8966. The total wirelength of the detailed-routed design is 569 µm.

The static leakage is 0.1875 nW. Yosys stat counts 22 cells in the synthesized netlist. Yosys attributes the largest share of cell area to dfrtp_1, dfxtp_1, buf_4, inv_1, ha_1. The mapped netlist covers 267.8 µm².

Once synthesis finished, the tally of register bits stood at 8. The overall global routing resource usage is 0.01559. Listed in order, past its start point the critical path passes clkdlybuf4s50_1. The count of yosys warnings during synthesis is 5. The critical path's largest stage delay is 0.49 ns. The total half-perimeter wirelength after legalization and detailed placement is 461.1 µm.

Detailed routing inserted a total of 176 vias. The synthesized design spends more area on one cell type than any other, namely dfrtp_1. The flow ran to the end, and the final reports show no timing, DRC or antenna violations. Recorded from the global router log, the overflow total was 0. Setup repair after global routing left no endpoint under its margin. The area growth from synthesis to layout is 74.77%. STA classifies the critical path endpoint as a primary output. The final number of max-transition violations is 0. At the later pin of the worst-skew pair, clock insertion delay measures 0.24 ns. 6 endpoints have no timing constraint.

The total tool warning count is 25. Per the detail_route report, routed wire per instance is 6.855 µm. The cts-stage hold buffer count is 0. In this run the VDD rail shows a maximum IR drop of 0.0001716 V. The maximum fanout encountered on the critical timing path is 4. The first global-routing pass estimated 765 µm of wire.

The report lists the power per cell area as 628.4 nW/µm². The clock tree root buffer cell is clkbuf_4. 14 I/O pins were placed.

Among all flip-flop cells after synthesis, the most frequent one is dfxtp_1. The class of the tightest hold or removal check is in -> async. The count of max-cap constraint violations is 0. The synthesized netlist handed to floorplanning was reported with a cell count of 22. The startpoint-to-endpoint class of the critical path is reg -> out.

The utilization after layout is 0.1370. The floorplan step defined a die boundary enclosing 6400 µm². The floorplan step set the die height to 80 µm. The post-placement cell area is 425.4 µm². In this run the deepest clock path goes through 2 buffers. Entering global routing, the biggest net connects 6 pins. Sorting the synthesized cells by how often they occur yields inv_1, buf_4, dfrtp_1, dfxtp_1. Dividing the detail-routed via count by the number of cells gives 2.120.

The number of detailed-routing iterations run before antenna repair is 2. The final period demand of the worst path is 1.427 ns. Antenna repair during routing inserted a diode count of 0. The data required time reported for the critical path is 1.20 ns. In the final timing run, aggregate negative setup slack is 0 ns. The number of different library cells in the post-synthesis netlist is 8. Of the post-synthesis cell area, the dominant cell type holds 0.3738.

Summing internal, switching and leakage power gives 0.0002941 W. The detailed placer reported the number of placed instances as 77. The arrival time of the worst setup path is 1.13 ns. The CTS report gives the tree buffer count as 3. The initialized floorplan defines 21 standard-cell rows. The finished layout holds 83 standard cells, fillers aside. The post-route DRC violation count is 0.

The async set or reset register ratio after synthesis is 0.5000. The violation count after the first detailed-routing iteration is 3.
-- cell type report --
type | instances | area [µm²]
Multi-Input combinational cell | 4 | 35.03
Timing Repair Buffer | 15 | 145.1
Tap cell | 46 | 57.56
Fill cell | 387 | 2948
Clock buffer | 4 | 26.28
Inverter | 6 | 22.52
Sequential cell | 8 | 181.4
-- flip-flops by register name, indices dropped and copies added, names as in the netlist --
register	flops
clk_div4	1
counter	4
clk_div2	1
clk_div16	1
clk_div8	1
-- through the flow --
stage          hold slack, ns  setup slack, ns
2_1_floorplan         0.06608           0.6616
3_3_place_gp           0.3740           0.2851
3_5_place_dp           0.3763           0.2918
4_1_cts                0.2512          0.02138
5_1_grt                0.2978          0.01708
6_report               0.2573          0.07286
-- layer usage --
layer,GRT usage,share of wire
met5,0,0
met4,0,0
met3,0.01932,0.26
met2,0.01926,0.33
met1,0.01752,0.41
-- power by group --
group | switching [W] | total, W | leakage (nW) | internal [W]
clock | 0.0000538 | 0.000154 | 0.0150 | 0.000100
combinational | 0.00000238 | 0.00000483 | 0.0855 | 0.00000245
sequential | 0 | 0.000135 | 0.0871 | 0.000135
total | 0.0000562 | 0.000294 | 0.188 | 0.000238
-- cells in the final DEF (no fill, tap or decap) --
master           synthesis  final
xor2_1                   1      1
inv_1                    6      6
xnor2_1                  1      1
ha_1                     1      1
dfrtp_1                  4      3
dfrtp_2                  0      1
clkbuf_1                 0      1
buf_4                    4      2
clkbuf_4                 0      3
nand3_1                  1      1
clkdlybuf4s50_1          0     13
dfxtp_1                  4      4
-- worst reg2reg max path: stages, from the launching register on --
cell     delay (ns)
dfrtp_1        0.40
buf_4          0.15
ha_1           0.17
xor2_1         0.14
-- cells by family after synthesis --
logic type | Yosys count | synth area share
adders and majority gates | 1 | 0.04672
xor gates and xnor gates | 2 | 0.06543
and+or+nand+nor | 1 | 0.01867
DFF | 8 | 0.6729
buffers and inverters | 10 | 0.1963
-- final timing paths --
path	startpoint	end	slack (ns)	cells after the start
setup / recovery	counter[2]	counter[2]	0.07	1
hold / removal	reset	counter[2]	0.26	2
setup reg to reg	counter[1]	counter[2]	0.53	3
hold reg to reg	clk_div2	clk_div2	0.39	1
max in group asynchronous	reset	counter[0]	1.08	2
min in group clk0	clk_div2	clk_div2	0.39	1
-- repair_timing --
item,CTS,global route
endpoints found under the setup margin,0,3
buffers inserted,0,2
resized,0,1
Power and IR drop assume default switching activity.
